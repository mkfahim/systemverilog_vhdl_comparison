[design/flow/run.sh]
#!/bin/bash
# OpenROAD 26Q1-2900-gdf79404cd8, Yosys 0.63+post, stock flow scripts
make -C /OpenROAD-flow-scripts/flow DESIGN_CONFIG=/design/flow/config.mk WORK_HOME=/design/flow/orfs finish
[design/flow/config.mk]
export PLATFORM = sky130hd
export DESIGN_NAME = addsub_8
export DESIGN_NICKNAME = addsub_8
export VERILOG_FILES = /design/flow/design.v
export SDC_FILE = /design/flow/constraint.sdc
export NUM_CORES = 4
export LEC_CHECK = 1
export CORE_AREA = 10 10 70 70
export DIE_AREA = 0 0 80 80
[design/flow/constraint.sdc]
current_design addsub_8

set clk_period 7.5
set clk_io_pct 0.2

create_clock -name clk0 -period $clk_period

set non_clock_inputs [all_inputs -no_clocks]
set_input_delay [expr $clk_period * $clk_io_pct] -clock clk0 $non_clock_inputs
set_output_delay [expr $clk_period * $clk_io_pct] -clock clk0 [all_outputs]
[design/flow/design.v]
module addsub_8(s, co, ofl, a, b, sub);
   output [7:0] s;
   output 	co, ofl;
   input [7:0] 	a, b;
   input  	sub; 
   wire [8:0] Result;
   assign Result = sub?(a - b):(a + b);
   assign s = Result[7:0];
   assign co = Result[8] ^ sub; 
   assign ofl = (a[7] & (b[7]^sub) & ~s[7])|(~a[7] & ~(b[7]^sub) &s[7]);
endmodule  
==> ds_physical_params.txt <==
Characteristics after synthesis and place and route

Parameter                              Value

Critical path
  Sort of element at the end of the critical path    output port
  End of the critical path    ofl
  Worst-path cell with the longest stage delay    clkdlybuf4s50_1
  CP Cell Sequence    clkdlybuf4s50_1 -> inv_1 -> ha_1 -> nand2b_1 -> nor4_1 -> nor2_1 -> xnor2_1 -> ha_1 -> a21oi_1 -> nand2_1 -> o21ai_2 -> xnor2_2 -> mux2i_1 -> clkdlybuf4s50_1
  Critical path data arrival time    between 4 and 5 ns
  Category of the worst setup path launch point    input port
  Biggest fanout along the worst timing path    4
  Setup CP Type    input port to output port
  First element of the critical path    b[0]
  Worst path max stage delay    around 0.48 ns
  Required @ worst endpoint    approximately 6.0 ns

Routing
  Antenna Diode Count    0
  Routed via count    about 540
  Routed WL    approximately 1.4 mm
  First-pass DRT Iterations    3
  Post-route DRC    0
  Post-detailed-route wirelength per cell    about 10 µm
  Iteration-0 DRC Markers    16
  Number of nets with antenna violations after detailed routing    0
  Via density    roughly 3.8

Synth
  Synthesis area per yosys    a little over 500 µm²
  Total number of yosys warnings    0
  Area of the mapped netlist    a little over 500 µm²
  Number of distinct library cells after synthesis    25
  Number of standard cells after synthesis    between 70 and 80
  Portion of the post-synthesis area used by sequential elements    0%
  Cells in synth_stat.txt    around 72
  Post-Synthesis Mean Instance Area    7.12 µm²

Die
  Std-Cell Rows    21
  DIE AREA    around 6400 µm²
  Standard cell core area    3420 µm²
  I/O pin count    27
  Die Height    around 80 µm
  Floorplan core density    15.0%
  Die extent in x    about 80 µm

Placement
  Buffers added on ports    27
  Post-DP HPWL    roughly 1.3 mm
  Total placed cells including tap cells    around 140
  Routability cong.    0.744

CTS
  Cell resize tally after clock tree synthesis    0
  Quantity of hold-fixing buffers added after cts    0
  Setup Buffers After CTS    0

Worst hold path
  Class of the tightest hold or removal check    input port to output port

Layout
  Area growth from synthesis to layout    63.2%
  Number of clock buffers in the layout    0
  Core Util, Final    around 25%
  Comb. cell area    490 µm²
  Number of flip-flops and latches    0
  # fillers    approximately 390
  Finished Layout Cells    around 140
  Fraction of final layout cells sized beyond drive strength 1    4.08%
  Reg area    0 µm²

Global routing
  Total global routing track utilization    between 4 and 5%
  Maximum number of pins on one net before global-route repair    10
  Total gr overflow    0
  Via count of the first global-routing pass    573
  First-pass GRT wire length    ~2.5 mm
  Initial antenna violation count    0

STA
  Pin slew with the least headroom to its limit    approximately 0.36 ns
  Final Slew Violations    0
  Final cycle utilization of the critical path    between 70% and 80%
  RSZ-0062 raised after global routing    no
  Worst slew margin relative to its limit    between 70 and 80%
  Final worst path period need    between 5 and 6 ns
  Peak Freq    172 MHz
  Count of final hold-check violations    0
  Aggregate negative setup slack    0 ns
  Count of final setup violators    0

Flow run
  Count of tool warnings    32
  Count of max-cap constraint violations    0

Power
  Pwr Total    90.7 µW
  Largest voltage drop on the vdd net    30.7 µV
  Leakage power of the design    about 0.00034 µW
  Power per Cell Area    between 100 and 150 nW/µm²

Run status
  Result of the run    finished clean
## metal layers
| metal | part of all wire [%] | routed length (µm) | GRT usage [%] | vias to the layer above |
|---|---|---|---|---|
| met5 | 0 | 0 | 0 | - |
| li1 | - | - | - | 303 |
| met4 | 0 | 0 | 0 | 0 |
| met2 | 43 | 624 | 7.14 | 16 |
| met1 | 52 | 746 | 6.56 | 221 |
| met3 | 4.5 | 65 | 0.795 | 0 |
## how the worst min path moves through the flow
stage	endpoint	from	depth (start not counted)	slack [ns]
4_1_cts	ofl	a[7]	4	3.99
5_1_grt	s[0]	a[0]	5	4.03
6_report	ofl	a[7]	4	3.98
## cell type report
class / count / share of cell area, %
inverters: 5 / 2.24
multi-input cells: 66 / 58.6
well taps: 46 / 6.88
repair buffers: 27 / 32.3
## logic make-up after synthesis
group / after synthesis / share of synthesized area [%]
simple gates: 26 / 24.4
compound gates: 15 / 17.8
xor+xnor: 13 / 23.7
fa+ha+maj: 10 / 25.9
buf+inv: 6 / 4.39
mux: 2 / 3.90
## Yosys cell counts, drive strengths merged
library cell | number | area, µm²
a21o | 1 | 7.51
a21oi | 7 | 35.0
a31oi | 1 | 6.26
and3 | 1 | 6.26
clkbuf | 1 | 3.75
fa | 1 | 20.0
ha | 9 | 113
inv | 5 | 18.8
mux2i | 2 | 20.0
nand2 | 4 | 15.0
nand2b | 1 | 6.26
nand4 | 1 | 6.26
nor2 | 11 | 41.3
nor2b | 1 | 6.26
nor3 | 2 | 10.0
nor4 | 2 | 12.5
nor4b | 1 | 8.76
o21a | 2 | 15.0
o21ai | 3 | 18.8
o31a | 1 | 8.76
or2 | 2 | 12.5
xnor2 | 10 | 95.1
xor2 | 3 | 26.3
## layout by cell type, fill, tap and decap left out, types with 2 or more instances in the layout
cell type        instances
o21ai_0                  2
nand2_1                  4
nor4_1                   2
or2_2                    2
o21a_1                   2
nor2_1                  11
mux2i_1                  2
a21oi_1                  7
clkdlybuf4s50_1         27
nor3_1                   2
xnor2_1                  9
ha_1                     9
xor2_1                   3
inv_1                    5
## where the power goes
group	switching (µW)	leakage (µW)	internal [µW]
clock network	0	0	0
logic	33.2	0.000342	57.4
registers	0	0	0
total	33.2	0.000342	57.4
## stage by stage
step                cell area, µm²  hold WS (ns)  setup slack (ns)
global route                   837          4.03              1.46
detailed placement             837          3.99              1.68
global placement               837          3.99              1.72
finish                         837          3.98              1.69
floorplan                      513          3.07              2.82
CTS                            837          3.99              1.68
## critical path, delay by kind of cell
family	cells	cell delay, ns
buffers and inverters	3	0.99
xor gates and xnor gates	2	0.36
adders and majority gates	2	0.47
and+or+nand+nor	4	0.43
AOI/OAI and AO/OA	2	0.35
muxes	1	0.20
Power figures rest on the tool's default switching activity, not on a simulated workload.
