==> flow/design.v <==
module P_C(pc, power, clk, branch_pc, branch_en, stop_en, next_pc);
   output [7:0] pc, next_pc;
   input 	power, clk, branch_en, stop_en;
   input [7:0] 	branch_pc;
   reg [7:0] pc;  
   wire [7:0] 	inc_pc, temp_pc0, temp_pc1;
   always @(posedge clk)
   begin
     pc <= next_pc;  
   end
   assign inc_pc = pc + 1; 
   assign temp_pc0 = branch_en? branch_pc:inc_pc;
   assign temp_pc1 = stop_en? pc:temp_pc0;
   assign next_pc = power? temp_pc1: 8'b0;
endmodule  
==> flow/run.sh <==
#!/bin/bash
# OpenROAD 26Q1-2900-gdf79404cd8, Yosys 0.63+post, stock flow scripts
make -C /OpenROAD-flow-scripts/flow DESIGN_CONFIG=/design/flow/config.mk WORK_HOME=/design/flow/orfs finish
==> flow/config.mk <==
export PLATFORM = sky130hd
export DESIGN_NAME = P_C
export DESIGN_NICKNAME = P_C
export VERILOG_FILES = /design/flow/design.v
export SDC_FILE = /design/flow/constraint.sdc
export NUM_CORES = 4
export LEC_CHECK = 1
export CORE_AREA = 10 10 70 70
export DIE_AREA = 0 0 80 80
==> flow/constraint.sdc <==
current_design P_C

set clk_period 2.8
set clk_io_pct 0.2

create_clock -name clk0 -period $clk_period [get_ports {clk}]

set non_clock_inputs [all_inputs -no_clocks]
set_input_delay [expr $clk_period * $clk_io_pct] -clock clk0 $non_clock_inputs
set_output_delay [expr $clk_period * $clk_io_pct] -clock clk0 [all_outputs]
==> metrics.yaml <==
run_status:
  status: "completed"
final_timing:
  clock-skew-final_ps: 0.306
  holdWs_ps: 561
  hold_viol_final: 0
  slew_viol_final: 0
  rsz0062_at_grt: "false"
  timing.slew.headroom_pct: 84.3
  max_freq_mhz: 380
  setup_viol: 0
  worst_pin_slew_ps: 235
  min_period_over_period_pct: 94.0
  period_needed_ps: 2630
  setup_ws_ps: 167
die:
  die_x_um: 80
  chip_area_um2: 6400
  ios: 28
  die_h_um: 80
  placementRows: 21
  core-area_um2: 3420
  initial_core_util_pct: 14.6
worst_setup_path:
  critPathArrivalTime_ps: 2070
  endpoint_kind: "primary output"
  reg2reg_depth: 4
  worstReg2RegEnd: "pc[6]"
  r2r_setup_slack_ps: 1440
  cp_max_fo: 11
  endpoint: "next_pc[7]"
  cp.required_ps: 2240
  worstSetupStartpoint: "branch_en"
  start_kind: "input pin"
  timing.rr.start: "pc[0]"
  path_class: "in2out"
clocking:
  cts_sinks: 8
  htreeDepth: 1
  cts_tree: "built"
  clockRootBuffer: "clkbuf_4"
  clockBufferDepth: 2
  post-cts-setup-buffers: 0
  postCtsHoldBufs: 0
  cts_buffers: 3
  clk_pin_slew_worst_paths_ps: 50
  clk_latency_ps: 250
layout:
  drive_above_1_share_pct: 16.3
  seqCellArea_um2: 163
  nFillCells: 388
  largest-register: "pc"
  logic_area_um2: 324
  largest_reg_flops: 8
  area_growth_pct: 77.6
  reg_top3: "pc x8"
synth:
  ff_type: "dfxtp_1"
  syn_inst: 61
  seq_area_frac_synth_pct: 32.2
  ys_async_sr_fraction_pct: 0
  top_cell_area_share_pct: 32.2
  ys_types: 27
  top_cells_by_count: "nand2_1 (11), dfxtp_1 (8), o21ai_0 (5), o211ai_1 (4), nand3_1 (3)"
  avgSynthCellArea_um2: 8.16
  top_area_cell: "dfxtp_1"
  syn_area_um2: 498
  ys_area_um2: 498
  ys_warn_count: 1
  synth-edff-count: 0
  ys.flops: 8
  ys_top_cells_by_area: "dfxtp_1 (32%), nand2_1 (8.3%), o211ai_1 (6.0%)"
  top_cell: "nand2_1"
  ys_cells: 61
route:
  wirelength_um: 1700
  n_antenna_cell: 0
  ant_nets: 0
  drc_errors: 0
  vias_per_cell: 4.16
  via_count: 574
  routedWlPerCell_um: 12.3
  drt-pass1-iter-count: 4
  drtIter0Drc: 13
global_route:
  grt-ovfl-total: 0
  antenna_found_initial: 0
  grt_start_max_net_pins: 12
  grt_first_pass_wirelength_um: 2840
  grt_pass1_vias: 570
  grtUsageTotal_pct: 5.48
power_and_ir_drop:
  powerDensity_nw_per_um2: 335
  finalPower_w: 0.000297
  p_leak_nw: 0.331
  peakVddDrop_v: 0.000234
worst_hold_path:
  hp-class: "reg2reg"
flow_run:
  maxCapViolations: 0
  warning_count: 25
placement:
  hpwl_um: 1420
  place_ws_ps: -86.1
  routabilityCongestion: 0.822
  port_buffers: 27
==> per-layer routing <==
layer  vias to the layer above  track usage (%)  wire length (um)
li1                        296                -                 -
met1                       256             7.63               799
met2                        22             7.87               738
met3                         0             2.73               161
met4                         0                0                 0
met5                         -                0                 0
==> critical path, stage by stage <==
cell and delay (ps):
dlygate4sd2_1 260, buf_6 150, or3_1 380, nor3_2 110, o31a_1 140, clkdlybuf4s50_1 470
==> cell usage in the layout (no fill, tap or decap), drive strengths merged <==
cell           netlist  final
a21boi               1      1
a21o                 1      1
a31oi                2      2
and2                 1      1
buf                  2      5
clkbuf               2      3
clkdlybuf4s50        0     23
dfxtp                8      8
dlygate4sd2          0      3
dlymetal6s2s         0      1
ha                   1      1
inv                  1      1
mux2i                1      1
nand2               11     11
nand2b               2      2
nand3                4      4
nand3b               1      1
nand4                1      1
nor2                 1      1
nor3                 1      1
o2111ai              2      2
o211a                2      2
o211ai               4      4
o21ai                5      5
o31a                 3      3
o41a                 2      2
or3                  1      1
or3b                 1      1
==> worst min-delay path by stage <==
stage / from / end / slack [ps] / depth (start not counted)
final: pc[6] / pc[6] / 560 / 2
after global routing: pc[5] / pc[5] / 620 / 2
after CTS: pc[6] / pc[6] / 570 / 2
==> where the power goes <==
group	leakage, nW	total, W	switching (W)	internal [W]
Sequential	0.0664	0.000132	0.0000101	0.000122
Combinational	0.251	0.0000770	0.0000250	0.0000520
Clock	0.0138	0.0000880	0.0000390	0.0000490
==> logic make-up (layout without fill, tap and decap cells) <==
logic type,count (synthesis),after routing,share of synthesized area [%]
AND/OR/NAND/NOR,24,24,24.6
AND-OR/OR-AND,22,22,34.4
flip-flops,8,8,32.2
buffers and inverters,5,36,4.27
adder cells (fa/ha/maj),1,1,2.51
multiplexers,1,1,2.01
==> final cells by class <==
class / instances / share of cell area (%)
repair buffers: 32 / 35.5
multi-input cells: 48 / 36.6
inverters: 1 / 0.424
flip-flops and latches: 8 / 18.4
clock buffers: 3 / 2.55
well taps: 46 / 6.51
==> metrics by stage <==
stage / cell area (um^2) / TNS (ps) / std cells / utilization [%]
floorplan: 498 / 0 / 61 / -
global placement: 846 / -189 / 135 / 24.8
detailed placement: 846 / -349 / 135 / 24.8
CTS: 873 / 0 / 138 / 25.6
global route: 885 / 0 / 138 / 25.9
finish: 885 / 0 / 138 / 25.9
==> repair_timing <==
action / in CTS / in global routing
resized: 7 / 5
hold endpoints to repair: 0 / 0
setup endpoints to repair: 5 / 2
pin swaps: 2 / 0
No activity file was given, so power comes from the tool's default toggle rates.
