File: /design/flow/config.mk
export PLATFORM = sky130hd
export DESIGN_NAME = program_rom
export DESIGN_NICKNAME = program_rom
export VERILOG_FILES = /design/flow/design.v
export SDC_FILE = /design/flow/constraint.sdc
export NUM_CORES = 4
export LEC_CHECK = 1
export CORE_AREA = 10 10 70 70
export DIE_AREA = 0 0 80 80
File: /design/flow/constraint.sdc
current_design program_rom

set clk_period 1.9
set clk_io_pct 0.2

create_clock -name clk0 -period $clk_period

set non_clock_inputs [all_inputs -no_clocks]
set_input_delay [expr $clk_period * $clk_io_pct] -clock clk0 $non_clock_inputs
set_output_delay [expr $clk_period * $clk_io_pct] -clock clk0 [all_outputs]
File: /design/flow/design.v
module program_rom(pc, code);
  	output [15:0] code;
  	input [7:0] pc;
	wire [15:0] rom[255:0];
	assign rom[0] = 16'h0000; 
	assign rom[1] = 16'h1111;
	assign rom[2] = 16'h2222;
	assign rom[3] = 16'h3333;
	assign rom[4] = 16'h4444;
	assign rom[5] = 16'h5555;
	assign rom[6] = 16'h6666;
	assign rom[7] = 16'h7777;
	assign rom[8] = 16'h8888;
	assign rom[9] = 16'h9999;
	assign rom[10] = 16'hffff;
  	assign code = rom[pc];
endmodule  
File: /design/flow/run.sh
#!/bin/bash
# OpenROAD 26Q1-2900-gdf79404cd8, Yosys 0.63+post, stock flow scripts
make -C /OpenROAD-flow-scripts/flow DESIGN_CONFIG=/design/flow/config.mk WORK_HOME=/design/flow/orfs finish
==> qor.txt <==
Lkg Pwr = 0.2339 nW
number of distinct library cells after synthesis = 9
Seq. cell area = 0 um^2
CP Capture Type = output port
Synth top cell by count = buf_4
DR vias = 217
synth cell count leaders = 12 x buf_4, 3 x nor2_1, 2 x a21oi_1, 2 x o21ai_0
die area = 6400 um^2
drt drc = 0
cell type with the largest total area = buf_4
worst slew pin tran = 0.2782 ns
DR iter-0 viols = 0
Hold Buf Count CTS = 0
Post-Syn Area = 177.7 um^2
final worst slack = -0.03277 ns
Cell Chain, Critical Path = buf_6, or4_4, a2111oi_4, buf_4, buf_2
grt met1 use = 0.03164
registers = 0
WP data arrival = 1.55 ns
Tool Warnings = 34
Highest Clock Rate = 517.4 MHz
WHS Path Cells = 4
min-delay worst type = in -> out
Max-slew headroom = 0.8143
Die Wd = 80 um
die height = 80 um
largest cells by area after synthesis = buf_4 51%, a2111oi_4 15%, nor2_1 6.3%
cell area power density = 109.1 nW/um^2
I/O pins = 24
core area = 3416 um^2
minimum clock period = 1.933 ns
post-route ant nets = 0
CP Launch Type = input pin
Rows = 21
Worst Setup Path Type = in -> out
DP Wirelength = 681.4 um
first-pass GRT wire length = 1304 um
GRT met2 Usage = 0.04334
sequential fraction of the synthesis area = 0
CP max stage delay = 0.58 ns
GR Util All Layers = 0.02517
worst endpoint required time = 1.52 ns
Post-Syn Instances = 24
Max-Cap Viols = 0
status = finished with violations
max-slew violations = 0
gr busiest metal = met2
grt total ovfl = 0
syn_area_per_cell = 7.403 um^2
layout cell share with drive strength beyond 1 = 0.5349
failing checks = negative setup slack
Final setup viols = 7
crit-path max FO = 4
GP Congestion = 0.6893
antenna diode count = 0
Period Utilization, post-route = 1.017
top area contributor share = 0.5070
drt total wl = 770 um
YS chip area = 177.7 um^2
Area growth, synth to finish = 160.6%
largest net degree at the start of global routing = 5
met3 Use GR = 0.007955
fp_density = 0.05201
IO Port Bufs = 24
Layout clock buffers = 0
vias in the first global route = 246
cells in synth_stat.txt = 24
hold_ws = 1.251 ns
initial antenna violation count = 0
Avg WL per Cell = 8.652 um
Hold Vio Cnt, Final = 0
Vias/cell = 2.438
Pwr Total = 0.05049 mW
slowest library cell on the worst path = or4_4
RSZ-0062 raised after global routing = true
Warnings, synthesis = 3921
Pre-antenna DRT Iters = 1
peak supply drop = 0.00004075 V
what timing repair did:
| action | CTS | global route |
|---|---|---|
| setup buffers | 2 | 2 |
| setup endpoints to repair | 16 | 11 |
| resized | 51 | 5 |
| pin swaps | 7 | 4 |
logic make-up after synthesis:
family	synth area share
buffers and inverters	0.5282
AND-OR/OR-AND	0.2676
AND/OR/NAND/NOR	0.2042
cells in the final DEF (no fill, tap or decap):
cell type and instances:
buf_4 7, buf_2 2, o21ai_2 1, a21oi_2 2
clkdlybuf4s15_1 1, buf_6 4, nor2_4 3, nand2_2 1
o21ai_1 1, a2111oi_4 1, dlygate4sd2_1 17, or4_4 1
inv_1 1, nor4bb_4 1
where the power goes:
part,leakage [nW],internal (mW),switching (mW)
clock network,0,0,0
logic,0.234,0.0292,0.0213
registers,0,0,0
routing by layer:
| metal | up-vias | part of all wire | routed length [um] |
|---|---|---|---|
| li1 | 109 | - | - |
| met1 | 95 | 0.40 | 311 |
| met3 | 0 | 0.12 | 89 |
| met2 | 13 | 0.48 | 369 |
| met4 | 0 | 0 | 0 |
| met5 | - | 0 | 0 |
worst paths after layout:
check | from | endpoint
max | pc[7] | code[3]
min | pc[6] | code[11]
stage by stage:
stage	area [um^2]	setup WS (ns)	setup TNS [ns]	util	std cells
final	462.9	-0.03277	-0.09643	0.1355	89
after global routing	462.9	-0.09703	-0.7358	0.1355	89
after CTS	440.4	-0.1651	-0.6280	0.1289	88
after detailed placement	415.4	-0.6856	-10.06	0.1216	86
after global placement	415.4	-0.6647	-9.775	0.1216	86
after floorplan	177.7	0.2065	0	-	24
layout make-up:
class	count	area, um^2
timing repair buffer	31	266.5
fill	395	2953
tap	46	57.56
inverter	1	3.754
multi-input combinational	11	135.1
critical path, delay by kind of cell:
family                 cells  cell delay [ns]
AOI/OAI and AO/OA          1             0.23
buffers and inverters      3             0.37
and+or+nand+nor            1             0.58
Power is estimated from default activity; no workload was simulated.
